==> design.v <==
module Tone_Generator (
		input  logic        clk,
		input  logic        rst,
		input  logic [9:0]  frequency,
		output logic        sound
	);
    logic [31:0] tick_counter;
    always_ff @(posedge clk or posedge rst) begin
        if (rst) begin
            tick_counter <= 0;
            sound <= 0;
        end else if (frequency == 0) begin
            sound <= 0;
        end else begin
            tick_counter <= tick_counter + frequency;
            if (tick_counter >= 500000) begin
                sound <= ~sound;
                tick_counter <= tick_counter - 500000;
            end
        end
    end
endmodule
==> run.sh <==
#!/bin/bash
# OpenROAD 26Q1-2900-gdf79404cd8, Yosys 0.63+post, stock flow scripts
make -C /OpenROAD-flow-scripts/flow DESIGN_CONFIG=/design/flow/config.mk WORK_HOME=/design/flow/orfs finish
==> config.mk <==
export PLATFORM = sky130hd
export DESIGN_NAME = Tone_Generator
export DESIGN_NICKNAME = Tone_Generator
export VERILOG_FILES = /design/flow/design.v
export SDC_FILE = /design/flow/constraint.sdc
export NUM_CORES = 4
export LEC_CHECK = 1
export CORE_UTILIZATION = 30
==> constraint.sdc <==
current_design Tone_Generator

set clk_period 9.1
set clk_io_pct 0.2

create_clock -name clk0 -period $clk_period [get_ports {clk}]

set non_clock_inputs [all_inputs -no_clocks]
set_input_delay [expr $clk_period * $clk_io_pct] -clock clk0 $non_clock_inputs
set_output_delay [expr $clk_period * $clk_io_pct] -clock clk0 [all_outputs]
==> results.txt <==
PwrDens = 268 mW/mm²
Total Routed Length = 5.11 mm
Num rows = 31
Input/output buffers = 12
Cells resized by post-CTS repair = 0
Period minus WS final = 4.06 ns
Largest net degree at the start of global routing = 34
TritonCTS clock tree = done
CTS Sinks = 33
Fp_density = 31.3%
Inserted Clock Buffers = 5
DR WL/cell = 14.0 µm
CP Max Fanout = 17
Commonest cells in the synthesized netlist = dfrtp_1 (33), nand2_1 (25), nor2_1 (20)
Via count = 1889
Total grt overflow = 0
Synthesized flop and latch total = 33
Gr usage total = 14.8%
RSZ-0062 raised after global routing = no
Clk slew on worst S/H paths = 0.08 ns
Main flop type after synthesis = dfrtp_1
Core Area = 0.00729 mm²
# IOs = 13
Seq pwr share = 39.5%
Period utilisation layout = 44.6%
Yosys cell types = 54
Comb pwr share = 40.2%
Leading area contributor after synthesis = dfrtp_1
Clock Latency Late Sink = 0.29 ns
Seq share, synth = 36.2%
VDD IR max = 0.103 mV
Initial antenna violation count = 0
Arr. time, crit path = 4.23 ns
Die W = 89.2 µm
Int Pwr = 0.413 mW
FMAX = 246 MHz
Initial DRC Count = 101
Clk pwr share = 20.3%
Yosys Chip Area = 0.00228 mm²
Final TNS setup = 0 ns
Top-count cell post-synth = dfrtp_1
Status = completed
Top cell type's share of synthesized area = 36.2%
OpenROAD warning count = 25
TritonRoute pass-1 iters = 4
Inserted Diodes = 0
Area growth syn-to-layout = 13.8%
Avg Vias per Cell = 5.18
CP cell instances = clkdlybuf4s50_1 > nor4_1 > nand4_1 > and4_1 > o211ai_1 > a21oi_1 > xor2_1
PnR worst setup slack = 5.04 ns
Final hold slack = 0.468 ns
RePlAce Congestion = 0.871
CP top delay family = simple AND/OR/NAND/NOR gates
Post-synth ARST share = 100%
Post-DP HPWL = 3.72 mm
Max-cap violations = 0
Crit-path max cell delay = 0.63 ns
Switching power = 0.282 mW
CTS Buffer Depth = 2
Layout Skew = 0.00847 ns
Net Sw Frac = 40.6%
Slew margin rel. = 53.8%
Post-Syn Area per Cell = 9.03 µm²
Die Y-Extent = 89.2 µm
Yosys cell count = 253
Number of synthesized flops with an enable pin = 0
DRC viols = 0
DIE AREA = 0.00796 mm²
Slew Limit Fails = 0
CP startpoint kind = input port
CP Capture Type = flip-flop
Leakage = 1.10 nW
Area contributors post-synth = dfrtp_1 (36%), xor2_1 (6.5%), ha_1 (6.0%), nand2_1 (4.1%), xnor2_1 (3.5%)
Hold_buf cts = 0
Final tally of hold violations = 0
Critical path class = input port to flip-flop
Cells after Synth = 253
Post-route ant nets = 0
Clk root buf = clkbuf_8
Hold Crit Class = flip-flop to flip-flop
Vias in the first global route = 1828
CP max-delay cell = nand4_1
First-pass GRT wire length = 8.95 mm
Worst Setup Slack post-DPL = 4.76 ns
Netlist Area Pre-Place = 0.00228 mm²
Fraction of layout cells with a size suffix above 1 = 6.77%
CP bufs+invs = 1
Setup bufs post-CTS = 0
Finish-stage setup viols = 0
Critical path data required time = 9.27 ns
Yosys Warn Count = 1
Worst Tran Pin Value = 0.691 ns
Max H-tree Level = 2
## area by class of cell
type                       count  area, µm²
inverter                       9       33.8
timing repair buffer          13        128
multi-input combinational    203       1370
clock inverter                 3       46.3
tap                           99        124
fill                         772       4690
sequential                    33        826
clock buffer                   5       68.8
## per-layer routing
metal	wire length [µm]	part of all wire [%]	track usage (%)	up-vias
met4	34	0.67	1.15	0
met5	0	0	0	-
li1	-	-	-	961
met1	2660	52	24.1	887
met2	2270	44	22.2	36
met3	147	2.9	2.15	5
## sequential cells by signal (all words and copies together) (netlist names)
| register | count |
|---|---|
| sound | 1 |
| tick_counter | 32 |
## cells by family after synthesis
| logic type | after synthesis | share of synthesized area, % |
|---|---|---|
| buffers and inverters | 17 | 3.73 |
| XOR/XNOR | 26 | 9.97 |
| flip-flops | 33 | 36.2 |
| adder cells (fa/ha/maj) | 12 | 6.90 |
| AND-OR/OR-AND | 57 | 18.0 |
| AND/OR/NAND/NOR | 108 | 25.3 |
## stage by stage
stage	instance area (µm²)	total power, mW	cells	utilization [%]
global placement	2480	0.552	357	34.1
CTS	2600	0.699	365	35.6
detailed placement	2480	0.552	357	34.1
finish	2600	0.696	365	35.6
floorplan	2280	0.489	253	-
global route	2600	0.757	365	35.6
## cells in the final DEF (no fill, tap or decap), types with 3 or more instances in the layout
cell and instances:
a21o_1 4, a21oi_1 12, a311oi_1 4, and3_1 4
clkbuf_8 5, clkdlybuf4s50_1 12, dfrtp_1 33, ha_1 11
inv_1 9, nand2_1 25, nand2b_1 4, nand3_1 5
nand4_1 5, nor2_1 20, nor3_1 14, nor4_1 6
o21ai_0 5, o21ai_1 6, or3_1 8, or4_1 3
xnor2_1 9, xor2_1 17
## worst paths after layout
kind | startpoint | to | slack, ns | depth (start not counted)
max | frequency[1] | tick_counter[18] | 5.04 | 7
min | tick_counter[29] | tick_counter[29] | 0.47 | 1
max reg2reg | tick_counter[10] | tick_counter[8] | 6.17 | 6
min in group asynchronous | rst | tick_counter[25] | 1.91 | 3
min reg2reg | tick_counter[29] | tick_counter[29] | 0.47 | 1
max in group asynchronous | rst | tick_counter[27] | 6.84 | 3
## power groups by stage
stage	clock network (mW)	registers, mW	logic [mW]
6_report	0.141	0.275	0.279
5_1_grt	0.152	0.285	0.319
4_1_cts	0.145	0.274	0.279
Power figures rest on the tool's default switching activity, not on a simulated workload.
