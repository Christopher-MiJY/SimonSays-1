<file path="flow/design.v">
module sevenSeg(
	input logic [5:0] result_data,
	output logic [6:0] high_digit_display,
	output logic [6:0] low_digit_display
);
	logic [3:0] tens_digit;
	logic [3:0] units_digit;
	always_comb begin
		tens_digit = result_data / 10;
		units_digit = result_data % 10;
		high_digit_display = 7'b1111111;
		low_digit_display = 7'b1111111;
		case (tens_digit)
			4'd0: high_digit_display = 7'b1000000; 
			4'd1: high_digit_display = 7'b1111001; 
			4'd2: high_digit_display = 7'b0100100; 
			4'd3: high_digit_display = 7'b0110000; 
			4'd4: high_digit_display = 7'b0011001; 
			4'd5: high_digit_display = 7'b0010010; 
			4'd6: high_digit_display = 7'b0000010; 
			4'd7: high_digit_display = 7'b1111000; 
			4'd8: high_digit_display = 7'b0000000; 
			4'd9: high_digit_display = 7'b0010000; 
			default: high_digit_display = 7'b1111111;
		endcase
		case (units_digit)
			4'd0: low_digit_display = 7'b1000000; 
			4'd1: low_digit_display = 7'b1111001; 
			4'd2: low_digit_display = 7'b0100100; 
			4'd3: low_digit_display = 7'b0110000; 
			4'd4: low_digit_display = 7'b0011001; 
			4'd5: low_digit_display = 7'b0010010; 
			4'd6: low_digit_display = 7'b0000010; 
			4'd7: low_digit_display = 7'b1111000; 
			4'd8: low_digit_display = 7'b0000000; 
			4'd9: low_digit_display = 7'b0010000; 
			default: low_digit_display = 7'b1111111;
		endcase
	end
endmodule
</file>
<file path="flow/run.sh">
#!/bin/bash
# OpenROAD 26Q1-2900-gdf79404cd8, Yosys 0.63+post, stock flow scripts
make -C /OpenROAD-flow-scripts/flow DESIGN_CONFIG=/design/flow/config.mk WORK_HOME=/design/flow/orfs finish
</file>
<file path="flow/config.mk">
export PLATFORM = sky130hd
export DESIGN_NAME = sevenSeg
export DESIGN_NICKNAME = sevenSeg
export VERILOG_FILES = /design/flow/design.v
export SDC_FILE = /design/flow/constraint.sdc
export NUM_CORES = 4
export LEC_CHECK = 1
export CORE_AREA = 10 10 70 70
export DIE_AREA = 0 0 80 80
</file>
<file path="flow/constraint.sdc">
current_design sevenSeg

set clk_period 6.9
set clk_io_pct 0.2

create_clock -name clk0 -period $clk_period

set non_clock_inputs [all_inputs -no_clocks]
set_input_delay [expr $clk_period * $clk_io_pct] -clock clk0 $non_clock_inputs
set_output_delay [expr $clk_period * $clk_io_pct] -clock clk0 [all_outputs]
</file>
==> results.yml <==
# synthesis and place-and-route metrics
global_route:
  grt_antenna_before_repair: 0
  use_met2_pct: 8.668
  grt_usage_pct: 5.269
  overflow: 0
  grt_pass1_vias: 702
  grt_max_degree: 16
  met1_usage_pct: 6.940
  grt_pass1_wl_mm: 2.987
  use_met3_pct: 1.477
  busiest_layer: "met2"
drt:
  first_pass_iters: 4
  drc: 0
  drt-initial-drc-count: 38
  post_drt_wl_per_cell_um: 9.813
  via_per_inst: 4.404
  num_antenna_cells: 0
  num_vias: 753
  drt_wl_total_mm: 1.678
  final_antenna_net_count: 0
setup_path:
  worst-path-max-fanout: 10
  end_kind: "output pin"
  crit_arrival_ns: 5.02
  critPathLaunchType: "input port"
  crit_required_ns: 5.52
  path_class: "in2out"
timing:
  slew_headroom_pct: 66.55
  finalSetupViolCount: 0
  grt_setup_unrepaired: "false"
  fin_crit_sh_pct: 92.73
  fin_setup_tns_ns: 0
  finalHoldViolCount: 0
  slew_viol_final: 0
  min_period_ns: 6.399
  fmax_ghz: 0.1563
  worstMarginPinSlew_ns: 0.5018
  fin_ws_ns: 0.5013
final_layout:
  num-clock-buffers: 0
  final-comb-area_sq_um: 690.7
  area_growth_pct: 30.00
  seqCellArea_sq_um: 0
  utilization_pct: 29.52
  drive_gt1_share_pct: 11.20
  fillers: 370
  ff_count: 0
floorplanning:
  rows: 21
  fp.dieH_um: 80
  chipArea_sq_mm: 0.006400
  core_sq_mm: 0.003416
  io_pins: 20
  fp_util_pct: 22.71
  die_w_um: 80
power:
  p_int_w: 0.00006405
  irDropWorstVdd_mv: 0.03033
  p_sw_w: 0.00004783
  power.share.combinational_pct: 100.0
  p_clk_share_pct: 0
  swShare_pct: 42.75
  p_seq_share_pct: 0
  power.density_mw_per_mm2: 110.9
  power_leakage_nw: 0.4230
placed_design:
  io_buffers: 20
  pre_cts_slack_ns: 0.4968
  routabilityCongestion: 0.8520
  dp.final_hpwl_mm: 1.433
cts:
  cts-hold-fix-buffers: 0
  cts_resized: 0
  postCtsSetupBuffers: 0
synth:
  syn_area_per_cell_sq_um: 7.183
  synth.cell_area_sq_um: 775.7
  topCellsByArea: "ha_1 19%, nand2_1 6.8%, o21ai_0 6.5%"
  top_area_share_pct: 19.35
  yosysCellCount: 108
  synth.distinct_cells: 40
  yosysWarnings: 1
  synthTopCellsByCount: "14 x nand2_1, 12 x ha_1, 10 x o21ai_0"
  synth_cells: 108
  largest_area_cell: "ha_1"
  ys_area_sq_um: 775.7
  ys_seq_share_pct: 0
  post-synth-top-count-cell: "nand2_1"
run:
  drv_cap: 0
  tool_warnings: 40
worst_hold_path:
  hold_path.class: "in2out"
status:
  outcome: "complete, no violations"
-- final cells by class --
cell class	count	area share [%]
Multi-Input combinational cell	94	68.49
Timing Repair Buffer	23	22.08
Tap cell	46	5.707
Inverter	8	3.722
-- worst max-delay path, stage by stage --
cell,delay (ns)
clkdlybuf4s50_1,0.56
nor2_1,0.27
inv_1,0.09
ha_1,0.32
nand3b_1,0.15
a21oi_1,0.09
nor4_2,0.31
or2_1,0.36
inv_8,0.08
xnor2_1,0.26
ha_1,0.25
nor3_1,0.06
a211o_1,0.26
o21ai_0,0.08
clkdlybuf4s50_1,0.49
-- layer usage --
layer | wire [um] | share of wire (%)
met5 | 0 | 0
met4 | 0 | 0
met3 | 152 | 9.1
met2 | 733 | 44
met1 | 793 | 47
-- through the flow --
step | std cells | area, sq um | hold WS, ns | power (W)
floorplan | 108 | 775.7 | 3.002 | 0.00006563
global placement | 171 | 1008 | 3.970 | 0.0001134
detailed placement | 171 | 1008 | 3.985 | 0.0001134
CTS | 171 | 1008 | 3.985 | 0.0001140
global route | 171 | 1008 | 4.032 | 0.0001263
finish | 171 | 1008 | 3.967 | 0.0001119
-- power by group through the flow --
stage | Combinational [W] | Clock [W] | Sequential (W)
after global routing | 0.000126 | 0 | 0
final | 0.000112 | 0 | 0
after CTS | 0.000114 | 0 | 0
-- logic make-up (layout without fill, tap and decap cells) --
family          Yosys count  count (layout)  synth area share (%)
simple gates             41              41                 28.71
compound gates           31              31                 26.13
buf+inv                  14              31                 10.97
fa+ha+maj                12              12                 19.35
xor+xnor                  5               5                 6.614
mux                       5               5                 8.226
-- path summary, 6_finish.rpt --
| path | start | endpoint | slack, ns | cells after the start |
|---|---|---|---|---|
| worst max-delay path | result_data[4] | low_digit_display[6] | 0.50 | 15 |
| worst min-delay path | result_data[0] | low_digit_display[4] | 3.97 | 5 |
-- layout by cell type, fill, tap and decap left out, types with 2 or more instances in the layout --
cell type / instances
clkdlybuf4s50_1: 20
inv_1: 7
buf_4: 3
mux2i_1: 2
nor3_1: 2
mux2_4: 2
xnor2_1: 3
nand2b_1: 3
o21ai_0: 10
nor2b_1: 5
nor2_1: 6
nand2_1: 14
nand3_1: 2
a21oi_1: 9
nand3b_1: 2
ha_1: 12
Power figures rest on the tool's default switching activity, not on a simulated workload.
