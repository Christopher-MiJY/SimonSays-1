## ./constraint.sdc

```tcl
current_design clockdiv

set clk_period 3.6
set clk_io_pct 0.2

create_clock -name clk0 -period $clk_period [get_ports {iclk}]

set non_clock_inputs [all_inputs -no_clocks]
set_input_delay [expr $clk_period * $clk_io_pct] -clock clk0 $non_clock_inputs
set_output_delay [expr $clk_period * $clk_io_pct] -clock clk0 [all_outputs]
```

## ./design.v

```verilog
 module clockdiv(input logic iclk,
						output logic oclk);
	const int HALF_OF_CLK_CYCLE_VALUE = 32'd12500000;  
	int count = 32'd0;
	logic clkstate = 1'b0;
	always_ff @(posedge iclk)
		if(count == (HALF_OF_CLK_CYCLE_VALUE-1))
		begin
			count <= 32'd0;
			clkstate <= ~clkstate;
		end else begin
			count <= count + 32'd1;
			clkstate <= clkstate;
		end
	assign oclk = clkstate;
 endmodule
```

## ./run.sh

```bash
#!/bin/bash
# OpenROAD 26Q1-2900-gdf79404cd8, Yosys 0.63+post, stock flow scripts
make -C /OpenROAD-flow-scripts/flow DESIGN_CONFIG=/design/flow/config.mk WORK_HOME=/design/flow/orfs finish
```

## ./config.mk

```make
export PLATFORM = sky130hd
export DESIGN_NAME = clockdiv
export DESIGN_NICKNAME = clockdiv
export VERILOG_FILES = /design/flow/design.v
export SDC_FILE = /design/flow/constraint.sdc
export NUM_CORES = 4
export LEC_CHECK = 1
export CORE_AREA = 10 10 96 96
export DIE_AREA = 0 0 106 106
```

==> notes.org <==
* Flow results

** Global routing
- Overall routing resource usage recorded by global route was 0.0547.
- Antenna violations before repair :: 0
- The number of global-route vias before repair came to 1109.
- Overflow after GRT :: 0
- Pin count of the biggest net entering global routing :: 17
- First-pass GRT wire length :: 5250 um

** Final layout
- Final std cell area, no fill :: 1800 sq um
- Final standard cell count with taps included and fillers excluded :: 274
- The sequential cells in the finished layout cover a total of 671 sq um.
- In the final layout, the fill cell count is 793.
- Share of cells above drive strength 1 :: 0.109
- P&R area growth vs syn :: 15.3%
- Comb. cell area :: 823 sq um

** Critical path
- The timing report notes that buffer and inverter cells on the critical path total 0.
- CP max stage cell :: sky130_fd_sc_hd__or4_1
- At the worst endpoint, the arrival time is 2.30 ns.
- In this design, the largest share of critical-path delay is due to simple AND/OR/NAND/NOR gates.
- Nature of the critical path startpoint :: flop
- STA classifies the critical path endpoint as a flop.
- All stages included, the depth of the critical timing path comes to 5.
- The critical path is of the reg -> reg type.
- The longest incremental delay of any stage on the critical path is reported as 0.61 ns.
- Cells traversed along the worst timing path :: ha_1 > and4_1 > nand3_1 > or4_1 > a31o_2
- Worst Reg-to-Reg Cells :: 5
- Max fanout on the critical path was recorded as 5.
- The critical path endpoint has a required time of 3.79 ns.

** Routing
- 0 antenna diodes ended up in the layout.
- M1 WL :: 1540 um
- TritonRoute pass-1 iters :: 4
- Vias after detailed routing :: 1236
- TritonRoute reported its final design rule violation total as 0.
- Overall routed net length :: 3100 um
- Nets still carrying antenna violations after routing amount to 0.
- After the first detailed-routing iteration, the DRC count stood at 60.
- Max layer used :: met4
- Wirelength per Cell :: 11.3 um
- The script logs the ratio of routed vias to standard cells as 4.51.
- Sum of met3 wire segment lengths after detailed routing :: 186 um
- Met2 wire length :: 1330 um

** Power and ir drop
- Maximum vdd ir drop :: 218 uV
- The final power report lists total power as 0.000782 W.
- Leakage power figure :: 0.653 nW
- Cell area power density :: 435 nW/um^2

** Synthesis
- Per the synth log, the flip-flop and latch total comes to 33.
- After technology mapping, the gate count stands at 171.
- Area share of and-or/or-and cells after synthesis :: 0.0771
- Of the synthesized area, sequential elements account for 0.431.
- For this run, the number of Yosys warnings is 1.
- Per the synth stats, the flop cell with the highest instance count is sky130_fd_sc_hd__dfxtp_1.
- Per the synthesis report, the simple-gate share of the synthesized area is 0.316.
- The post-synth count of flops with an enable pin is 1.
- Per-instance average area after synthesis :: 9.11 sq um
- Asr flop ratio synth :: 0
- Yosys Chip Area :: 1560 sq um
- Summing all multiplexer cells gives an area fraction of 0.
- In this run the cell area of the synthesized design comes to 1560 sq um.
- Counting distinct cell types in the post-synthesis netlist gives 41.
- Per the Yosys statistics, synthesis produced 171 cells.
- Per the synthesis report, the XOR/XNOR share of the synthesized area is 0.124.
- Among the non-sequential cells, simple AND/OR/NAND/NOR gates take the most area.
- Synth Area in Adders :: 0.00803

** Floorplanning
- The horizontal die dimension reported for this design is 106 um.
- During I/O placement, the number of pins put on the boundary was 2.
- Die Y-Extent :: 106 um
- For reference, the placement row count at floorplan is 31.
- After floorplanning, the core was sized to cover 7210 sq um.
- Starting utilization of the core area :: 0.216
- After floorplanning, the die was sized to cover 11200 sq um.

** Final timing
- In the finished design, the share of the clock period the worst path needs comes to 0.587.
- Endpoints failing hold :: 0
- Final count of negative-setup-slack endpoints :: 0
- Headroom to the max-slew limit :: 0.527
- The final layout reports a setup TNS of 0 ns.
- The routed design could run at a clock period as short as 2.11 ns.
- Worst Hold Margin :: 0.467 ns
- Setup repair after global routing missed its margin :: false
- Between clock sinks in the finished design, the worst skew comes to 0.00961 ns.
- For the pin with the worst max-slew slack, the measured transition is 0.703 ns.
- Based on the critical path, the design can be clocked at up to 0.474 GHz.
- For reference, the final report shows the max-slew violation count at 0.

** CTS
- Hold buffer count at CTS :: 0
- TritonCTS built the clock tree.
- CTS saw 33 sinks.
- Total clock buffers created by CTS :: 5
- Per the CTS log, the maximum H-tree level is 2.
- Resize count post-CTS :: 0
- The root buffer cell chosen for the clock tree is sky130_fd_sc_hd__clkbuf_8.
- The longest clock path from root to sink contains 2 buffers.
- Number of buffers inserted by post-CTS setup repair :: 0
- Clock slew seen by the registers of the worst setup and hold paths :: 0.07 ns
- The skew report gives the latency at the later pin of the worst-skew pair as 0.29 ns.

** Placed design
- Placed cells :: 266
- Detailed Place HPWL :: 2050 um
- After its last routability iteration, the placer logged a weighted congestion of 0.820.
- Number of buffers inserted by port buffering :: 1
- Summing all placed instances gives a cell area of 1660 sq um.

** Run status
- The run finished with clean final reports.

** Worst hold path
- Cell count of the worst hold path :: 1
- According to the hold report, the worst path is of the reg -> reg type.

** Job
- Max capacitance violation total :: 0
- Summing over the stages, the warning tally comes to 25.
logic make-up after synthesis:
group / after synthesis
simple gates: 85
flops: 33
xor+xnor: 22
compound gates: 17
buf+inv: 13
fa+ha+maj: 1
placed cells by master (no fill, tap or decap), types with 3 or more instances in the layout:
master / synthesis / layout
sky130_fd_sc_hd__nand2_1: 14 / 14
sky130_fd_sc_hd__nand3_1: 12 / 12
sky130_fd_sc_hd__nor2_1: 11 / 11
sky130_fd_sc_hd__clkbuf_8: 0 / 5
sky130_fd_sc_hd__or3_1: 5 / 5
sky130_fd_sc_hd__o21ai_0: 3 / 3
sky130_fd_sc_hd__xor2_1: 14 / 14
sky130_fd_sc_hd__nor4_1: 5 / 5
sky130_fd_sc_hd__xnor2_1: 8 / 8
sky130_fd_sc_hd__nor3_1: 9 / 9
sky130_fd_sc_hd__inv_1: 7 / 7
sky130_fd_sc_hd__nand4_1: 8 / 8
sky130_fd_sc_hd__dfxtp_1: 32 / 32
sky130_fd_sc_hd__a21oi_1: 3 / 3
sky130_fd_sc_hd__and4_1: 6 / 6
area by class of cell:
cell class | count | share of cell area
clock buffer | 5 | 0.0383
sequential | 33 | 0.374
multi-input combinational | 125 | 0.459
timing repair buffer | 2 | 0.00976
clock inverter | 3 | 0.0362
inverter | 7 | 0.0146
tap | 99 | 0.0690
stage by stage:
step	setup WS, ns	util
floorplan	1.77	-
global placement	1.52	0.230
detailed placement	1.51	0.230
CTS	1.50	0.249
global route	1.34	0.249
finish	1.49	0.249
report_power, final:
part / total, W / switching, W / internal (W) / leakage, nW
sequential: 0.000366 / 0 / 0.000366 / 0.269
combinational: 0.000000000316 / 0 / 0 / 0.316
clock: 0.000415 / 0.000140 / 0.000275 / 0.0681
total: 0.000782 / 0.000140 / 0.000641 / 0.653
synth_stat cells, types with 2 or more instances:
cell / count / area share
sky130_fd_sc_hd__nor3_1: 9 / 0.029
sky130_fd_sc_hd__inv_1: 7 / 0.017
sky130_fd_sc_hd__o31ai_1: 2 / 0.0096
sky130_fd_sc_hd__a21oi_1: 3 / 0.0096
sky130_fd_sc_hd__nor4b_1: 2 / 0.011
sky130_fd_sc_hd__or3_2: 2 / 0.0096
sky130_fd_sc_hd__nand4_1: 8 / 0.032
sky130_fd_sc_hd__o21ai_0: 3 / 0.0096
sky130_fd_sc_hd__and4_1: 6 / 0.034
sky130_fd_sc_hd__dfxtp_1: 32 / 0.41
sky130_fd_sc_hd__nand3_2: 2 / 0.013
sky130_fd_sc_hd__buf_6: 2 / 0.014
sky130_fd_sc_hd__nor4_1: 5 / 0.020
sky130_fd_sc_hd__o41ai_1: 2 / 0.011
sky130_fd_sc_hd__xor2_1: 14 / 0.079
sky130_fd_sc_hd__nor2_1: 11 / 0.027
sky130_fd_sc_hd__or3_1: 5 / 0.020
sky130_fd_sc_hd__nand2_1: 14 / 0.034
sky130_fd_sc_hd__nand3_1: 12 / 0.039
sky130_fd_sc_hd__or4_1: 2 / 0.0096
sky130_fd_sc_hd__xnor2_1: 8 / 0.045
registers in the layout (all words and copies together) (netlist names):
signal and cells:
count 32, clkstate 1
path summary, 6_finish.rpt:
| check | from | endpoint | slack, ns |
|---|---|---|---|
| worst max register to register | count[0] | count[23] | 1.49 |
| worst min-delay path | count[31] | count[31] | 0.47 |
| worst min register to register | count[31] | count[31] | 0.47 |
| worst max-delay path | count[0] | count[23] | 1.49 |
metal layers:
metal  track usage  up-vias
li1              -      626
met1        0.0775      577
met2        0.0813       28
met3        0.0165        5
met4        0.0106        0
met5             0        -
Power is estimated from default activity; no workload was simulated.
